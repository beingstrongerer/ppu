==> /design/flow/config.mk <==
export PLATFORM = sky130hd
export DESIGN_NAME = crg
export DESIGN_NICKNAME = crg
export VERILOG_FILES = /design/flow/design.v
export SDC_FILE = /design/flow/constraint.sdc
export NUM_CORES = 4
export LEC_CHECK = 1
export CORE_AREA = 10 10 70 70
export DIE_AREA = 0 0 80 80
==> /design/flow/constraint.sdc <==
current_design crg

set clk_period 1.8
set clk_io_pct 0.2

create_clock -name clk0 -period $clk_period [get_ports {clk_100m}]

set non_clock_inputs [all_inputs -no_clocks]
set_input_delay [expr $clk_period * $clk_io_pct] -clock clk0 $non_clock_inputs
set_output_delay [expr $clk_period * $clk_io_pct] -clock clk0 [all_outputs]
==> /design/flow/design.v <==
module crg(
input clk_100m,
input rst_n,
input cpuif_mode,
output sram_clk,
output reg clk_50m=0,
output reg rst_core_n,
output reg rst_spt_n
);
always @(posedge clk_100m)
clk_50m<=~clk_50m;
assign sram_clk=cpuif_mode?clk_50m:clk_100m;
reg rstnreg1_100m,rstnreg2_100m,rstnreg3_100m;
always @(posedge clk_100m)
begin
rstnreg1_100m<=rst_n;
rstnreg2_100m<=rstnreg1_100m;
end
wire clr_vcnt_100m=rstnreg1_100m&~rstnreg2_100m|~rstnreg1_100m&rstnreg2_100m;
wire vcnt_en_100m=~rstnreg2_100m;
reg [3:0]vcnt_100m;
always@(posedge clk_100m)
if(clr_vcnt_100m)
vcnt_100m<=4'h0;
else if(vcnt_en_100m)
vcnt_100m<=vcnt_100m+1;
always@(posedge clk_100m)
rst_spt_n<=vcnt_en_100m& vcnt_100m>=4'd9 ? 1'b0:1'b1;
reg rstnreg1_50m,rstnreg2_50m,rstnreg3_50m;
always @(posedge clk_50m)
begin
rstnreg1_50m<=rst_n;
rstnreg2_50m<=rstnreg1_50m;
end
wire clr_vcnt_50m=rstnreg1_50m&~rstnreg2_50m|~rstnreg1_50m&rstnreg2_50m;
wire vcnt_en_50m=~rstnreg2_50m;
reg [2:0]vcnt_50m;
always@(posedge clk_50m)
if(clr_vcnt_50m)
vcnt_50m<=3'h0;
else if(vcnt_en_50m)
vcnt_50m<=vcnt_50m+1;
always@(posedge clk_50m)
rst_core_n<=vcnt_en_50m& vcnt_50m>=3'd4 ? 1'b0:1'b1;
endmodule
==> /design/flow/run.sh <==
#!/bin/bash
# OpenROAD 26Q1-2900-gdf79404cd8, Yosys 0.63+post, stock flow scripts
make -C /OpenROAD-flow-scripts/flow DESIGN_CONFIG=/design/flow/config.mk WORK_HOME=/design/flow/orfs finish
==> CHANGELOG.md <==
## Implementation

* Area after DPL at 633 sq um
* Crit path max-delay family: multiplexers
* Placed insts at 104
* Core region area at 3420 sq um
* Unique cell types at 13
* Mapped Area at 515 sq um
* Status: finished, final reports clean
* DRT Pass-1 Iters at 3
* Buf/Inv on CP at 2
* Post-synth seq share at 54.4%
* Met2 usage at 4.01%
* VDD IR max at 120 uV
* Final setup viols at 0
* Synthesized area per cell at 9.91 sq um
* Vias after detailed routing at 361
* Max incr delay on CP at 0.26 ns
* Tool warnings at 29
* Post-DR wirelength/cell at 7.36 microns
* Critical path class: clk2out
* Post-DP HPWL at 611 microns
* Synthesis-to-finish area growth at 29.9%
* Nature of the critical path endpoint: output pin
* CP Max Fanout at 2
* Crit path cell chain: clkbuf_4, mux2_4, buf_2
* Met1 GRT Util at 2.73%
* Int Power at 343 uW
* Total chip power at 433 uW
* Logic area at 228 sq um
* Synthesis Warnings at 1
* Slowest stage cell on the critical path: mux2_4
* Clock Power Share at 50.6%
* Routed WL at 802 microns
* Post-route DRC at 0
* Final Hold Fails at 0
* Post-Synthesis Cells at 52
* Final setup margin at 0.0676 ns
* Largest net degree at the start of global routing at 10
* Initial Util at 15.1%
* Post-DRT Antenna Nets at 0
* Yosys stat area at 515 sq um
* Top Usage Layer GRT: met2
* Chip area at 6400 sq um
* Worst-path clk slew at 0.06 ns
* Seq. cell area at 280 sq um
* Die Wd at 80 microns
* P_leak at 0.296 nW
* RSZ-0062 raised after global routing: no
* Hold Path Class: reg2reg
* Vias per Instance at 3.31
* Max-Cap Viols at 0
* Yosys cell count at 52
* Share of layout cells above drive strength 1 at 14.3%
* Chip height at 80 microns
* Switching Fraction at 20.9%
* TritonCTS clock tree: yes
* Boundary Pins at 7
* Critical Path RT at 1.44 ns
* Initial antenna violation count at 0
* Clock skew at 0.00734 ns
* Total grt overflow at 0
* Pre-CTS setup slack at -0.0848 ns
* Site row count at 21
* Pins over their slew limit at 0
* Final instance area at 669 sq um
* Endpoints left unconstrained at 7
* Final core occ at 19.6%
* Worst-Margin Slew at 0.265 ns
* Register share of total power at 44.9%
* Iteration-0 DRC Markers at 18
* Clk latency of the worst-skew pair at 0.35 ns
* Worst path arrival time at 1.37 ns
* Register pins left without a clock at 6
* GR Util met3 at 2.05%
* Placer Congestion at 0.744
* Non-filler instance count after layout at 109
* Net Sw Power at 90.6 uW
* Synth Register Bits at 14
* N_diodes at 0
* Post-route setup TNS at 0 ns
* Crit start category: clock port
* Final hold slack at 0.433 ns
* Combinational share of power at 4.5%
* Fillcell total at 383
* Slew margin rel. at 82.3%
* Pwr/cell area at 647 nW/um^2
* Vias in the first global route at 361
* I/O Buffers at 6
* All-layer global routing usage at 2.78%
* First-pass GRT wire length at 1440 microns
* Post-CTS setup buffers at 0
==> final cells by class <==
class | count | area share, %
well taps | 46 | 8.60
inverters | 3 | 1.68
repair buffers | 5 | 7.48
clock buffers | 6 | 6.36
multi-input cells | 35 | 34.0
flip-flops and latches | 14 | 41.9
==> synthesized netlist by cell type <==
cell | number | area (sq um)
mux2_2 | 1 | 11.3
dfxtp_1 | 14 | 280
nand2b_1 | 1 | 6.26
o31ai_2 | 1 | 12.5
nand3_1 | 7 | 35.0
nor2_1 | 3 | 11.3
nand2_1 | 11 | 41.3
or3_1 | 2 | 12.5
nand3_2 | 1 | 10.0
ha_1 | 4 | 50.1
nand3b_1 | 1 | 7.51
inv_1 | 3 | 11.3
xor2_1 | 3 | 26.3
==> cell usage in the layout, fill, tap and decap left out <==
cell / count
dfxtp_1: 14
nand2_1: 11
nand3_1: 7
clkbuf_4: 5
clkdlybuf4s50_1: 5
ha_1: 4
inv_1: 3
nor2_1: 3
xor2_1: 3
or3_1: 2
mux2_4: 1
nand3b_1: 1
nand2b_1: 1
nand3_2: 1
o31ai_2: 1
buf_2: 1
==> state kept, by name, indices dropped and copies added (netlist names) <==
| name | flops |
|---|---|
| clk_50m | 1 |
| vcnt_100m | 4 |
| rst_core_n | 1 |
| rstnreg2_100m | 1 |
| rstnreg1_50m | 1 |
| vcnt_50m | 3 |
| rstnreg2_50m | 1 |
| rstnreg1_100m | 1 |
| rst_spt_n | 1 |
==> logic make-up (layout without fill, tap and decap cells) <==
| kind of cell | Yosys count | after routing | synth area share [%] |
|---|---|---|---|
| and+or+nand+nor | 26 | 26 | 24.0 |
| DFF | 14 | 14 | 54.4 |
| adders and majority gates | 4 | 4 | 9.71 |
| xor gates and xnor gates | 3 | 3 | 5.10 |
| buffers and inverters | 3 | 14 | 2.18 |
| AOI/OAI and AO/OA | 1 | 1 | 2.43 |
| muxes | 1 | 1 | 2.18 |
==> path summary, 6_finish.rpt <==
| kind | endpoint | start | cells after the start | slack (ns) |
|---|---|---|---|---|
| max | sram_clk | clk_100m | 3 | 0.07 |
| min | rst_spt_n$_DFF_P_ | vcnt_100m[3]$_SDFFE_PP0N_ | 1 | 0.43 |
| max reg2reg | vcnt_100m[1]$_SDFFE_PP0N_ | vcnt_100m[0]$_SDFFE_PP0N_ | 4 | 0.82 |
| min reg2reg | rst_spt_n$_DFF_P_ | vcnt_100m[3]$_SDFFE_PP0N_ | 1 | 0.43 |
==> power by group through the flow <==
stage     Sequential, mW  Combinational (mW)  Clock (mW)
4_1_cts            0.194              0.0200       0.229
5_1_grt            0.196              0.0238       0.244
6_report           0.195              0.0197       0.219
==> layer usage <==
metal | part of all wire (%) | wire (microns)
met1 | 44 | 354
met3 | 11 | 86
met2 | 43 | 341
met4 | 2.4 | 19
met5 | 0 | 0
==> timing repair <==
action / CTS / global route
gates resized: 4 / 0
hold buffers: 0 / 0
endpoints found under the setup margin: 1 / 0
hold endpoints to repair: 0 / 0
Power figures rest on the tool's default switching activity, not on a simulated workload.
