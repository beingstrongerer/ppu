==> /design/flow/design.v <==
module spt(
input clk_100m,
input rst_spt_n,
input cpuif_mode,
input cpuif_port_sel,
output reg spt_cpuif_head_err,
output reg spt_cpuif_tail_err,
output reg spt_cpuif_short_pkt,
output reg spt_cpuif_long_pkt,
output reg spt_cpuif_ok_pkt,
input [31:0]ok_pkt_cnt,
input core_spt_cs_n,
input core_spt_we_n,
input [9:0]core_spt_addr,
output [23:0]spt_core_rdata,
input [23:0]core_spt_wdata,
input core_spt_wdata_oe_n,
input vid_in,
input [15:0]data_in,
output reg vid_out,
output [15:0]data_out,
output  SRAM_CS_A_N,
output SRAM_WE_A_N,
output  [9:0]SRAM_ADDR_A,
input [23:0]SRAM_RDATA_A,
output [23:0]SRAM_WDATA_A,
output SRAM_WDATA_OEA_N,
output  SRAM_CS_B_N,
output SRAM_WE_B_N,
output  [9:0]SRAM_ADDR_B,
input [23:0]SRAM_RDATA_B,
output [23:0]SRAM_WDATA_B,
output SRAM_WDATA_OEB_N);
wire [15:0]payload_data_sum1;
reg vid_in_d0,vid_in_d1,vid_in_d2,vid_in_d3,vid_in_d4;
reg [9:0]data_cnt;
reg [16:0]payload_data_sum;
always@(posedge clk_100m)
if (!rst_spt_n)begin
vid_in_d0<=1'b0;
vid_in_d1<=1'b0;
vid_in_d2<=1'b0;
vid_in_d3<=1'b0;
vid_in_d4<=1'b0;
end
else begin
vid_in_d0<=vid_in&~cpuif_mode;
vid_in_d1<=vid_in_d0;
vid_in_d2<=vid_in_d1;
vid_in_d3<=vid_in_d2;
vid_in_d4<=vid_in_d3;
end
assign vid_in_posedge=vid_in_d2&~vid_in_d3;
assign vid_in_negedge=~vid_in_d0&vid_in_d1;
assign payload_flag=vid_in_d2&vid_in_d3;
reg [15:0]data_1,data_2,data_3,data_reg;
always@(posedge clk_100m)
if(!rst_spt_n)begin
data_1<=16'h0000;
data_2<=16'h0000;
data_3<=16'h0000;
data_reg<=16'h0000;
end
else if(vid_in&~cpuif_mode|vid_in_d0|vid_in_d1|vid_in_d2)begin
data_1<=data_in;
data_2<=data_1;
data_3<=data_2;
data_reg<=data_3;
end
reg[1:0]cs,nxst;
parameter [1:0]
INIT=2'b00,
HEAD=2'b01,
LOAD=2'b11,
TAIL=2'b10;
wire init_st=cs==INIT;
wire head_st=cs==HEAD;
wire load_st=cs==LOAD;
wire tail_st=cs==TAIL;
always @(posedge clk_100m)
if(!rst_spt_n)
cs<=INIT;
else
cs<=nxst;
always @(*)
case(cs)
INIT:
if(vid_in_posedge)
nxst=HEAD;
else 
nxst=cs;
HEAD:
if(vid_in_d1)
nxst=LOAD;
else
nxst=INIT;
LOAD:
if(vid_in_d1)
nxst=LOAD;
else
nxst=TAIL;
TAIL:
nxst=INIT;
endcase
always@(posedge clk_100m)
if(!rst_spt_n)
data_cnt<=10'h000;
else if(head_st)
data_cnt<=10'h000;
else if(load_st)
data_cnt<=data_cnt+1;
always @(posedge clk_100m)
if(!rst_spt_n)
payload_data_sum<=17'h0_0000;
else if(head_st)
payload_data_sum<=17'h0_0000;
else if(payload_flag)
payload_data_sum<=data_reg+payload_data_sum1;
wire[15:0]tail_expect=(payload_data_sum1==16'hffff) ? payload_data_sum1:~payload_data_sum1;
assign payload_data_sum1=payload_data_sum[16]+payload_data_sum[15:0];
always@(posedge clk_100m)
if(!rst_spt_n)
spt_cpuif_head_err<=1'b0;
else if(tail_st)
spt_cpuif_head_err<=1'b0;
else if(head_st)
spt_cpuif_head_err<=data_reg!=16'h55d5;
always@(posedge clk_100m)
if(!rst_spt_n)
spt_cpuif_tail_err<=1'b0;
else if(head_st)
spt_cpuif_tail_err<=1'b0;
else if(tail_st)
spt_cpuif_tail_err<=data_reg!=tail_expect & data_cnt>=20 & data_cnt<=600;
always@(posedge clk_100m)
if(!rst_spt_n)
spt_cpuif_short_pkt<=1'b0;
else if(head_st)
spt_cpuif_short_pkt<=1'b0;
else if (tail_st)
spt_cpuif_short_pkt<=data_cnt<=20&data_cnt>3;
always@(posedge clk_100m)
if(!rst_spt_n)
spt_cpuif_long_pkt<=1'b0;
else if(head_st)
spt_cpuif_long_pkt<=1'b0;
else if(tail_st)
spt_cpuif_long_pkt<=data_cnt>601;
always@(posedge clk_100m)
if(!rst_spt_n)
spt_cpuif_ok_pkt<=1'b0;
else if(head_st)
spt_cpuif_ok_pkt<=1'b0;
else if(tail_st)
spt_cpuif_ok_pkt<=data_cnt>20 & data_cnt<=601 & data_reg==tail_expect &~spt_cpuif_head_err;
reg [9:0]last_addr;
reg [9:0]last_addr_1;
reg back_flag;
reg confirm_flag;
reg spt_cs_a_n;
always@(posedge clk_100m)
if(!rst_spt_n)
spt_cs_a_n<=1'b1;
else if(!vid_in_d3&vid_in_d4)
spt_cs_a_n<=1'b1;
else if(vid_in_d3&!vid_in_d4)
spt_cs_a_n<=data_reg!=16'h55d5;
reg [9:0]spt_addr_a;
reg wrap_flag;
always @(posedge clk_100m)
if(!rst_spt_n)
wrap_flag<=1'b0;
else if((spt_addr_a==0)&ok_pkt_cnt!=0)
wrap_flag<=1'b1;
else if(spt_addr_a==1023&wrap_flag)
wrap_flag<=1'b0;
reg [9:0]spt_addr_b;
reg spt_cs_b_n;
always @(posedge clk_100m)
if(!rst_spt_n)
spt_cs_b_n<=1'b1;
else if((spt_addr_b+1==last_addr)| SRAM_RDATA_B[16])
spt_cs_b_n<=1'b1;
else if(spt_addr_b<last_addr|wrap_flag&last_addr<spt_addr_b)
spt_cs_b_n<=1'b0;
assign SRAM_CS_A_N=cpuif_mode ? ~cpuif_port_sel ? core_spt_cs_n : 1'b1 :spt_cs_a_n;
assign SRAM_CS_B_N=cpuif_mode ? cpuif_port_sel ? core_spt_cs_n : 1'b1 :spt_cs_b_n;
assign SRAM_WE_B_N=~cpuif_mode ? ~spt_cs_b_n: cpuif_port_sel ?(core_spt_we_n|core_spt_wdata_oe_n):1'b1;
assign SRAM_WE_A_N=~cpuif_mode ? spt_cs_a_n: cpuif_port_sel  ? 1'b1:( core_spt_we_n|core_spt_wdata_oe_n);
always@(posedge clk_100m)
if(!rst_spt_n)
spt_addr_b<=10'h000;
else if(SRAM_RDATA_B[16]|ok_pkt_cnt==0&spt_cs_b_n|spt_addr_b+1==last_addr)
spt_addr_b<= spt_addr_b;
else if(spt_addr_b<last_addr|wrap_flag&last_addr<spt_addr_b)
spt_addr_b<=spt_addr_b+1;
assign SRAM_ADDR_B=cpuif_mode ? cpuif_port_sel ? core_spt_addr : 10'hz : spt_addr_b;
always@(posedge clk_100m)
if(!rst_spt_n)begin
vid_out<=1'b0;
end
else if(~cpuif_mode)begin
vid_out<=~spt_cs_b_n;
end
assign data_out=cpuif_mode? 16'hz:SRAM_RDATA_B;
assign spt_core_rdata=~cpuif_mode ? SRAM_RDATA_B:16'hz;
assign SRAM_WDATA_A=cpuif_mode ? (cpuif_port_sel ? 24'hz : core_spt_wdata):{vid_in_negedge,data_reg[7:0],data_reg[15:8]};
assign SRAM_WDATA_B=cpuif_mode ? (cpuif_port_sel ? core_spt_wdata:24'h00_0000 ):24'h00_0000;
assign SRAM_WDATA_OEA_N=cpuif_mode ? (~cpuif_port_sel ? core_spt_wdata_oe_n : 1'bz) : 1'bz;
assign SRAM_WDATA_OEB_N=cpuif_mode ? (~cpuif_port_sel ? 1'bz : core_spt_wdata_oe_n) : spt_cs_a_n;
always@(posedge clk_100m)
if(!rst_spt_n)
spt_addr_a<=10'h000;
else if (head_st)
spt_addr_a<=spt_cpuif_ok_pkt? spt_addr_a : last_addr;
else if(vid_in_d2&vid_in_d3)
spt_addr_a<=spt_addr_a+1;
assign SRAM_ADDR_A=cpuif_mode ? ~cpuif_port_sel ? core_spt_addr :10'hz : spt_addr_a;
always@(posedge clk_100m)
if(!rst_spt_n)
last_addr<=10'h000;
else if(spt_cpuif_ok_pkt)
last_addr<=spt_addr_a;
endmodule
==> /design/flow/run.sh <==
#!/bin/bash
# OpenROAD 26Q1-2900-gdf79404cd8, Yosys 0.63+post, stock flow scripts
make -C /OpenROAD-flow-scripts/flow DESIGN_CONFIG=/design/flow/config.mk WORK_HOME=/design/flow/orfs finish
==> /design/flow/config.mk <==
export PLATFORM = sky130hd
export DESIGN_NAME = spt
export DESIGN_NICKNAME = spt
export VERILOG_FILES = /design/flow/design.v
export SDC_FILE = /design/flow/constraint.sdc
export NUM_CORES = 4
export LEC_CHECK = 1
export CORE_UTILIZATION = 30
==> /design/flow/constraint.sdc <==
current_design spt

set clk_period 13.3
set clk_io_pct 0.2

create_clock -name clk0 -period $clk_period [get_ports {clk_100m}]

set non_clock_inputs [all_inputs -no_clocks]
set_input_delay [expr $clk_period * $clk_io_pct] -clock clk0 $non_clock_inputs
set_output_delay [expr $clk_period * $clk_io_pct] -clock clk0 [all_outputs]
==> load_flow_metrics.sql <==
-- metrics for the results database
INSERT INTO impl_metrics (metric_group, metric, value, unit) VALUES
('status', 'status', 'finished clean', ''),
('placed_design', 'routabilityCongestion', '0.918', ''),
('floorplanning', 'io-pin-count', '258', ''),
('yosys', 'common_cells', 'sky130_fd_sc_hd__nand2_1, sky130_fd_sc_hd__dfxtp_1, sky130_fd_sc_hd__a21boi_0, sky130_fd_sc_hd__clkbuf_1, sky130_fd_sc_hd__o21ai_0', ''),
('setup_path', 'timing_worst_setup_path_type', 'in -> out', ''),
('sta', 'grt_setup_unrepaired', 'false', ''),
('sta', 'fin_worst_skew', '0.00738', 'ns'),
('yosys', 'synth_cells', '1079', ''),
('floorplanning', 'core-area', '27900', 'µm²'),
('drt', 'routedWlPerCell', '15.7', 'µm'),
('yosys', 'ys.warnings.count', '12', ''),
('cells_and_area', 'registers.top_by_ff_count', 'payload_data_sum', ''),
('sta', 'fmax', '139', 'MHz'),
('cts', 'cts-resized-gates', '0', ''),
('drt', 'remaining_drc_errors', '0', ''),
('cts', 'clock_tree_from_tritoncts', 'built', ''),
('power', 'worst_ir_drop_vdd', '70.8', 'µV'),
('sta', 'hold_violations', '0', ''),
('yosys', 'synth_top_area_share', '32.6', '%'),
('sta', 'hold_ws', '0.462', 'ns'),
('setup_path', 'timing.critical_path.arrival', '4.52', 'ns'),
('setup_path', 'crit_end_element', 'output port', ''),
('floorplanning', 'initial_utilization', '30.6', '%'),
('power', 'leakage', '4.49', 'nW'),
('placed_design', 'quantity_of_i_o_buffers_inserted_on_ports', '233', ''),
('sta', 'final.setup.worst_slack', '6.12', 'ns'),
('placed_design', 'detailed_place_hpwl', '19400', 'µm'),
('yosys', 'post_synth.cell_area_avg', '7.90', 'µm²'),
('cts', 'cts_inserted_buffers', '17', ''),
('global_routing', 'vias_in_the_first_global_route', '7242', ''),
('floorplanning', 'floorplan.die.width', '171', 'µm'),
('cts', 'clock_tree.htree_level_count', '4', ''),
('cts', 'cts.hold.buffers_added', '0', ''),
('global_routing', 'grt_usage', '17.7', '%'),
('yosys', 'post_synth_num_cell_types', '74', ''),
('cells_and_area', 'largest_register_ffs', '17', ''),
('job', 'warning_count', '54', ''),
('cts', 'cts_sink_count', '139', ''),
('sta', 'maxSlewHeadroom', '46.5', '%'),
('sta', 'timing_max_transition_violations_final', '0', ''),
('yosys', 'yosys-top-cells-area', 'sky130_fd_sc_hd__dfxtp_1, sky130_fd_sc_hd__nand2_1, sky130_fd_sc_hd__a21boi_0', ''),
('sta', 'setup_viol', '0', ''),
('worst_hold_path', 'hp-class', 'reg -> reg', ''),
('sta', 'worst_pin_slew', '0.802', 'ns'),
('yosys', 'yosys_area', '8530', 'µm²'),
('power', 'power.density', '90.5', 'nW/µm²'),
('yosys', 'netlist.top_cell.by_instances', 'sky130_fd_sc_hd__nand2_1', ''),
('yosys', 'postSynthSeqShare', '32.6', '%'),
('yosys', 'ys_ff', '139', ''),
('sta', 'min_period', '7.18', 'ns'),
('job', 'drv.max_cap_violation_count', '0', ''),
('drt', 'viasPerCell', '4.82', ''),
('placed_design', 'placed_area', '11000', 'µm²'),
('yosys', 'syn-cell-area', '8530', 'µm²'),
('cells_and_area', 'area.growth.synth_to_final', '36.8', '%'),
('global_routing', 'gr-total-overflow', '0', ''),
('power', 'power', '0.00106', 'W'),
('global_routing', 'wire_length_of_the_first_global_routing_pass', '39400', 'µm'),
('cells_and_area', 'finish.instance_area', '11700', 'µm²'),
('drt', 'route.antenna.remaining_nets', '0', ''),
('floorplanning', 'die-area', '29100', 'µm²'),
('setup_path', 'timing.critical_path.from_type', 'input port', ''),
('floorplanning', 'die_height', '171', 'µm'),
('drt', 'vias', '7967', ''),
('yosys', 'yosys.area.top_type', 'sky130_fd_sc_hd__dfxtp_1', ''),
('setup_path', 'reg2reg_slack', '9.88', 'ns'),
('floorplanning', 'num_rows', '61', ''),
('drt', 'antenna_cells_inserted', '0', ''),
('global_routing', 'grt_start_max_net_pins', '97', ''),
('yosys', 'synthArstFlopShare', '0', '%'),
('cts', 'clk-insertion-delay-late', '0.41', 'ns');
report_power, final:
part,switching [W],internal [W]
Sequential,0.00000462,0.000424
Clock,0.000174,0.000333
Combinational,0.0000457,0.0000741
Total,0.000224,0.000831
per-layer routing:
layer / global-route usage, % / vias to the layer above / routed length, µm
met3: 3.20 / 30 / 1680
li1: - / 4072 / -
met2: 28.1 / 220 / 11600
met4: 2.74 / 2 / 477
met1: 25.8 / 3643 / 12100
met5: 0 / - / 13
metrics by stage:
step	instances	utilization, %
after floorplan	1079	-
after global placement	1621	39.6
after detailed placement	1621	39.6
after CTS	1652	41.9
after global routing	1652	41.9
final	1652	41.9
critical path, cell delays in order:
cell and delay (ns):
sky130_fd_sc_hd__buf_4 0.38, sky130_fd_sc_hd__buf_4 0.54, sky130_fd_sc_hd__inv_1 0.21, sky130_fd_sc_hd__a21oi_1 0.18, sky130_fd_sc_hd__clkdlybuf4s50_1 0.53
area by class of cell:
cell class / instances / area (µm²) / share of cell area, %
multi-input cells: 818 / 5220 / 44.8
flip-flops and latches: 139 / 2780 / 23.9
repair buffers: 241 / 2380 / 20.4
clock buffers: 25 / 495 / 4.25
well taps: 378 / 473 / 4.06
inverters: 45 / 169 / 1.45
clock inverters: 6 / 134 / 1.15
kinds of logic after synthesis:
family          after synthesis  synth area share (%)
simple gates                487                  28.8
compound gates              198                  15.9
flops                       139                  32.6
buf+inv                     122                  6.19
xor+xnor                     62                  6.81
fa+ha+maj                    37                  5.52
mux                          34                  4.21
path summary, 6_finish.rpt:
kind | depth (start not counted) | to | startpoint
min | 2 | data_1[12] | data_1[12]
min reg2reg | 2 | data_1[12] | data_1[12]
max | 5 | SRAM_CS_B_N | cpuif_mode
max reg2reg | 13 | payload_data_sum[16] | payload_data_sum[0]
placed cells by master (no fill, tap or decap), drive strengths merged, types with 36 or more instances in the layout:
cell type	n
o21ai	49
nand2	213
ha	36
inv	45
xnor2	39
nor2	45
a21boi	65
nor2b	42
clkdlybuf4s50	231
and3	37
dfxtp	139
No activity file was given, so power comes from the tool's default toggle rates.
